==> /design/flow/config.mk <==
export PLATFORM = sky130hd
export DESIGN_NAME = WRD_STTS
export DESIGN_NICKNAME = WRD_STTS
export VERILOG_FILES = /design/flow/design.v
export SDC_FILE = /design/flow/constraint.sdc
export NUM_CORES = 4
export LEC_CHECK = 1
export CORE_AREA = 10 10 70 70
export DIE_AREA = 0 0 80 80
==> /design/flow/constraint.sdc <==
current_design WRD_STTS

set clk_period 2.0
set clk_io_pct 0.2

create_clock -name clk0 -period $clk_period [get_ports {CLK}]

set non_clock_inputs [all_inputs -no_clocks]
set_input_delay [expr $clk_period * $clk_io_pct] -clock clk0 $non_clock_inputs
set_output_delay [expr $clk_period * $clk_io_pct] -clock clk0 [all_outputs]
==> /design/flow/design.v <==
`timescale 1ns / 1ns
module dff ( Q, CLK, D, SET );
output Q;
input CLK,D,SET;
reg temp;
assign Q = temp;
always @ (posedge CLK or negedge SET)    
 begin                           
     if (!SET)  temp <= 1'b1; 
     else       temp <= D;                                                        
 end   
endmodule
module WRD_STTS ( CLK, I0, I1, I2, I3, I4, I5, I6, I7, OE,
                  B0,  B1, B2, B3, F0, F1, F2, F3, F4, F5, F6, F7 );
input  CLK, I0, I1, I2, I3, I4, I5, I6, I7, OE;
output B0,  B1, B2, B3, F0, F1, F2, F3, F4, F5, F6, F7; 
wire  lambda_216, lambda_212, lambda_208, lambda_204, 
      lambda_200, lambda_196, lambda_192, lambda_188,
      lambda_93;
wire  lambda_137 = ~I1  & ~lambda_208;
wire  lambda_135 =  I0  &  lambda_204  & ~lambda_208  &  lambda_212  & ~lambda_216;
wire  lambda_133 =  I0  &  lambda_204  & ~lambda_208  &  lambda_212;
wire  lambda_131 =  I0  &  lambda_204  &  lambda_208  & ~lambda_212  & ~lambda_216;
wire  lambda_129 =  I0  &  lambda_204  &  lambda_208  & ~lambda_212  &  lambda_216;
wire  lambda_127 =  I0  &  lambda_204  &  lambda_208  &  lambda_212  & ~lambda_216;
wire  lambda_125 =  I0  &  lambda_204  &  lambda_208  &  lambda_212;
wire  lambda_123 =  I0  &  lambda_204  &  lambda_208  & ~lambda_216;
wire  lambda_121 =  I0  &  lambda_204  &  lambda_208  &  lambda_216;
wire  lambda_119 =  I0  &  lambda_204  &  lambda_208;
wire  lambda_117 =  I0  &  lambda_204  &  lambda_212  &  lambda_216;
wire  lambda_115 =  I0  & ~lambda_208;
wire  lambda_113 = ~lambda_204  &  lambda_208;
wire  lambda_111 = ~lambda_204  &  lambda_216;
wire  lambda_109 =  lambda_204  & ~lambda_208;
wire  lambda_107 =  lambda_204  &  lambda_208;
wire  lambda_105 =  lambda_204  &  lambda_212;
wire  lambda_103 = ~lambda_208  & ~lambda_212;
wire  lambda_101 = ~lambda_208  &  lambda_212  & ~lambda_216;
wire  lambda_99  = ~lambda_208  &  lambda_216;
wire  lambda_97  =  lambda_208  &  lambda_212  &  lambda_216;
wire  lambda_95  =  lambda_208  & ~lambda_216;
wire  lambda_220 =  lambda_113  |  lambda_111  | lambda_103;
wire  F3_J       =  lambda_119  |  lambda_117;
wire  F2_K       =  lambda_133  |  lambda_131;
wire  F2_J       =  lambda_125  |  lambda_121;
wire  F1_K       =  lambda_129  |  lambda_127;
wire  F1_J       =  lambda_133  |  lambda_131  | lambda_117;
wire  F0_K       =  lambda_133  |  lambda_121;
wire  COMP       =  lambda_107  |  lambda_105  | lambda_101;
wire  B2         = ~lambda_137  |  lambda_115  | lambda_113  | lambda_109 | lambda_103 | lambda_99;
wire  B1         = ~lambda_111  |  lambda_95   | lambda_93;
wire  B0         = ~lambda_113  |  lambda_111  | lambda_103  | lambda_97;
wire  lambda_217 = ~lambda_216;
wire  lambda_213 = ~lambda_212;
wire  lambda_209 = ~lambda_208;
wire  lambda_205 = ~lambda_204;
wire  lambda_201 = ~lambda_200;
wire  lambda_197 = ~lambda_196;
wire  lambda_193 = ~lambda_192;
wire  lambda_189 = ~lambda_188;
wire  lambda_139 = ~I2;
wire  lambda_93  = ~lambda_212;
wire  jktod_0 = ( (lambda_123 & ~F0_K)       | 
                  (lambda_123 & ~lambda_216) |
                  (lambda_216 & ~F0_K) );
wire  jktod_1 = ( (F1_J       & ~F1_K)       | 
                  (F1_J       & ~lambda_212) | 
                  (lambda_212 & ~F1_K) );
wire  jktod_2 = ( (F2_J       & ~F2_K)       | 
                  (F2_J       & ~lambda_208) | 
                  (lambda_208 & ~F2_K) );
wire  jktod_3 = ( (F3_J       & ~lambda_135) | 
                  (F3_J       & ~lambda_204) | 
                  (lambda_204 & ~lambda_135) );
wire  jktod_4 =   (lambda_200 & 1'b1);
wire  jktod_5 =   (lambda_196 & 1'b1);
wire  jktod_6 =   (lambda_192 & 1'b1); 
wire  jktod_7 =   (lambda_188 & 1'b1);
dff  d_label_0 ( lambda_216, CLK, jktod_0, lambda_139 );
dff  d_label_1 ( lambda_212, CLK, jktod_1, lambda_139 );
dff  d_label_2 ( lambda_208, CLK, jktod_2, lambda_139 );
dff  d_label_3 ( lambda_204, CLK, jktod_3, lambda_139 );
dff  d_label_4 ( lambda_200, CLK, jktod_4, lambda_139 );
dff  d_label_5 ( lambda_196, CLK, jktod_5, lambda_139 );
dff  d_label_6 ( lambda_192, CLK, jktod_6, lambda_139 );
dff  d_label_7 ( lambda_188, CLK, jktod_7, lambda_139 );
assign  F7 = lambda_189;
assign  F6 = lambda_193;
assign  F5 = lambda_197;
assign  F4 = lambda_201;
assign  F3 = lambda_205;
assign  F2 = lambda_209;
assign  F1 = lambda_213;
assign  F0 = lambda_217;
bufif1 tri_label_0 (B3, lambda_220, 1'b0);
endmodule   
==> /design/flow/run.sh <==
#!/bin/bash
# OpenROAD 26Q1-2900-gdf79404cd8, Yosys 0.63+post, stock flow scripts
make -C /OpenROAD-flow-scripts/flow DESIGN_CONFIG=/design/flow/config.mk WORK_HOME=/design/flow/orfs finish
==> GITHUB_STEP_SUMMARY <==
### Metrics collected by this job

| Metric | Value |
|---|---|
| Status | `complete, no violations` |
| Hold WS | `0.516 ns` |
| Root Driver | `clkbuf_4` |
| DRT antenna net count | `0` |
| Max layer used | `met3` |
| WL per Instance | `7.18 µm` |
| Die area | `6400 µm²` |
| Port Buffers | `10` |
| Post-Syn Area | `240 µm²` |
| Ys cells | `26` |
| Fill count | `393` |
| CTS Sinks | `4` |
| FP Util | `between 7 and 8%` |
| Clock skew | `0.000535 ns` |
| Unique cell types | `13` |
| Die Y | `80 µm` |
| Core Region | `3420 µm²` |
| Synth Area in Adders | `0%` |
| Antenna violations before repair | `0` |
| Drt first pass iters | `2` |
| Congestion Overflow GR | `0` |
| Post-place setup slack | `0.0616 ns` |
| Final period util | `97.2%` |
| Final worst slack | `approximately 0.057 ns` |
| H-Tree Depth | `1` |
| Crit Path Class | `in2out` |
| Post-CTS setup buffers | `0` |
| AO/OA Area Share | `13.5%` |
| Type of origin of the critical path | `input port` |
| Final min period | `1.94 ns` |
| Critical Path End Type | `output port` |
| Data required time of the worst path | `1.60 ns` |
| Final Max Slew Viols | `0` |
| Dpl hpwl | `525 µm` |
| Max-Cap Viols | `0` |
| TritonCTS clock tree | `yes` |
| Mapped Cells | `26` |
| Largest net degree at the start of global routing | `6` |
| Routability cong. | `0.778` |
| CTS buffer count | `3` |
| # hold bufs at CTS | `0` |
| Buf+Inv Stages, Crit Path | `2` |
| Starting DRC count in detailed routing | `7` |
| Gr usage total | `around 1.9%` |
| WL met1 | `273 µm` |
| Leakage | `0.000164 µW` |
| Count of final hold-check violations | `0` |
| Slowest-stage cell, CP | `clkdlybuf4s50_1` |
| Prevailing logic family in the synthesized netlist | `buffers and inverters` |
| Seq share, synth | `43.8%` |
| # diodes | `0` |
| Syn Area/Cell | `9.24 µm²` |
| Number of global-route vias before repair | `232` |
| # rows | `21` |
| First-pass GRT wire length | `roughly 970 µm` |
| Registers, synthesis | `4` |
| Top cells excl fill/tap | `10 x clkdlybuf4s50_1, 5 x inv_1, 5 x conb_1` |
| Ys Warns | `1` |
| Final setup viols | `0` |
| Clk Latency, worst-skew pair | `approximately 0.23 ns` |
| CTS max path bufs | `2` |
| Cell area power density | `1020 nW/µm²` |
| Total I/O pin count | `22` |
| Slowest cell delay on critical path | `between 0.4 and 0.5 ns` |
| Via-per-instance ratio | `2.51` |
| Fmax | `between 500 and 600 MHz` |
| Total wire length | `610 µm` |
| XOR-XNOR Cells, Area Fraction | `under 10%` |
| Hold Path Class | `reg2reg` |
| Layout cells sized above 1 | `between 20% and 30%` |
| CP most frequent cell | `clkdlybuf4s50_1` |
| DIE WIDTH | `about 80 µm` |
| Worst-path fanout max | `2` |
| YS chip area | `240 µm²` |
| Via Count | `213` |
| Maximum VDD drop | `0.176 mV` |
| Most used logic cell in the final layout | `clkdlybuf4s50_1` |
| Simple share | `14.1%` |
| Routed wl met3 | `147 µm` |
| Arr. time, crit path | `1.54 ns` |
| Tool warnings | `31` |
| Top Family by Delay on Critical Path | `buffers and inverters` |
| P&R area growth vs syn | `71.4%` |
| WL met2 | `188 µm` |
| CP Cell Sequence | `clkdlybuf4s50_1 > nor4_2 > nand2_1 > clkdlybuf4s50_1` |
| Mux area share | `0%` |
| Clock transition at the registers of the reported paths | `0.03 ns` |
| Post-route DRC | `0` |
## sequential cells by signal, summed over array words and instances (netlist names)
| signal | cells |
|---|---|
| d_label_3.temp | 1 |
| d_label_2.temp | 1 |
| d_label_0.temp | 1 |
| d_label_1.temp | 1 |
## path summary, 6_finish.rpt
path	from	endpoint	slack, ns	depth (start not counted)
max	I0	B2	0.06	4
min in group asynchronous	I2	d_label_1.temp	0.57	2
max in group asynchronous	I2	d_label_3.temp	1.41	2
min	d_label_1.temp	d_label_1.temp	0.52	1
max reg2reg	d_label_2.temp	d_label_1.temp	1.03	2
min reg2reg	d_label_1.temp	d_label_1.temp	0.52	1
## timing repair
item / in CTS / in global routing
endpoints found under the setup margin: 0 / 1
endpoints found under the hold margin: 0 / 0
resized: 0 / 1
## final cells by class
cell class	instances	area (µm²)	area share, %
Inverter	5	18.8	4.56
Sequential cell	4	105	25.5
Clock buffer	3	22.5	5.47
Tap cell	46	57.6	14.0
Timing Repair Buffer	11	108	26.1
Multi-Input combinational cell	16	100	24.3
## worst register-to-register path, stage by stage, from the launching register on
cell,delay (ns)
dfstp_2,0.56
nand4b_1,0.15
xnor2_1,0.18
## synth_stat cells
cell type / instances / share of area, %
nand4b_1: 1 / 3.6
inv_1: 5 / 7.8
nand2_1: 2 / 3.1
nor2b_1: 1 / 2.6
conb_1: 1 / 1.6
nor4_1: 1 / 2.6
a41oi_1: 2 / 7.3
dfstp_2: 4 / 44
nand3_1: 1 / 2.1
o21ai_0: 1 / 2.1
o211a_1: 1 / 4.2
buf_4: 5 / 16
xnor2_1: 1 / 3.6
## logic make-up (layout without fill, tap and decap cells)
| logic type | Yosys count | after routing |
|---|---|---|
| flops | 4 | 4 |
| buf+inv | 10 | 19 |
| simple gates | 6 | 6 |
| xor+xnor | 1 | 1 |
| other cells | 1 | 5 |
| compound gates | 4 | 4 |
## report_power, final
group	internal [µW]	leakage (µW)	switching, µW	total [µW]
registers	130	0.0000416	35.2	165
logic	108	0.000109	50.9	159
clock network	66.8	0.0000138	28.1	94.9
total	305	0.000164	114	419
## per-stage QoR
stage	util (%)	instance area, µm²	std cells	power (µW)	setup TNS [ns]
global route	12.1	412	85	461	-0.00883
finish	12.1	412	85	419	0
global placement	11.2	383	82	320	0
floorplan	-	255	30	213	0
CTS	11.9	405	85	427	0
detailed placement	11.2	383	82	324	0
## per-layer routing
| metal | up-vias | track usage [%] |
|---|---|---|
| met3 | 0 | 2.05 |
| met1 | 95 | 2.33 |
| met5 | - | 0 |
| li1 | 102 | - |
| met4 | 0 | 0.528 |
| met2 | 16 | 2.09 |
Power is estimated from default activity; no workload was simulated.
