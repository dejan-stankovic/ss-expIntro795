<file path="./run.sh">
#!/bin/bash
# OpenROAD 26Q1-2900-gdf79404cd8, Yosys 0.63+post, stock flow scripts
make -C /OpenROAD-flow-scripts/flow DESIGN_CONFIG=/design/flow/config.mk WORK_HOME=/design/flow/orfs finish
</file>
<file path="./config.mk">
export PLATFORM = sky130hd
export DESIGN_NAME = add_gen
export DESIGN_NICKNAME = add_gen
export VERILOG_FILES = /design/flow/design.v
export SDC_FILE = /design/flow/constraint.sdc
export NUM_CORES = 4
export LEC_CHECK = 1
export CORE_AREA = 10 10 70 70
export DIE_AREA = 0 0 80 80
</file>
<file path="./constraint.sdc">
current_design add_gen

set clk_period 2.0
set clk_io_pct 0.2

create_clock -name clk0 -period $clk_period [get_ports {clock}]

set non_clock_inputs [all_inputs -no_clocks]
set_input_delay [expr $clk_period * $clk_io_pct] -clock clk0 $non_clock_inputs
set_output_delay [expr $clk_period * $clk_io_pct] -clock clk0 [all_outputs]
</file>
<file path="./design.v">
`timescale 1ns / 1ns
module add_gen (reset, enable,clock,tc,addr);
input clock; 
input reset; 
input enable;
output tc;
output [11:0] addr;
reg tc_enable;
reg [11:0] cnt;
assign addr = cnt;
assign tc = tc_enable; 
always @(cnt) begin
   tc_enable <= (cnt == 12'hfff) ? 1'b1 : 1'b0; 
end
always @ (posedge clock)    
 begin                           
     if (!reset) begin 
       cnt <= 12'h000; 
     end
     else if (!enable) begin        
       cnt <= cnt + 1'b1; 
     end     
 end   
endmodule   
</file>
==> flow_summary.ini <==
; generated from flow reports
[outcome]
status = finished clean

[min_path]
hp-class = reg2reg
min_to = cnt[11]$_SDFFE_PN0N_
min_from = cnt[11]$_SDFFE_PN0N_
hold_depth = 2

[layout]
largest-register = cnt
largest_reg_flops = 12
drive_gt1_frac = 0.212
areaGrowthSynthToFinish_pct = 53.0
fillers = 387
largestRegisters = cnt x12
stdcell_count = 131
fin_area_um2 = 867

[placed_design]
place_congestion = 0.802
placedInstanceArea_um2 = 816
place_inst = 127
dp_hpwl_um = 1120
io_buffers = 15

[synthesis]
topCellsByArea = dfxtp_1 42%, a21oi_1 5.3%, o31ai_1 5.3%
synth_flops = 12
edf_count = 0
synthDominantCellAreaShare = 0.424
ys_cells = 61
ys_seq_share = 0.424
yosys-top-cells-count = 12 x dfxtp_1, 6 x a21oi_1, 5 x nand2_1, 5 x nor2_1
async_flop_share = 0
syn_inst = 61
top_area_cell = dfxtp_1
synth_area_per_cell_um2 = 9.29
post-synth-top-count-cell = dfxtp_1
netlist_area_um2 = 567
synthDistinctLibCells = 23
yosysWarnings = 1
ff_type = dfxtp_1
ys_chip_area_um2 = 567

[final_timing]
post-route-min-period_ns = 1.77
skew_ns = 0.00138
finalHoldViolCount = 0
period_used_share = 0.886
setup_viol = 0
maxClockFrequency_ghz = 0.565
totalNegativeSetupSlack_ns = 0
rsz0062_at_grt = no
relSlewSlack = 0.753
tightest_slew_ns = 0.370
maxSlewViolCount = 0

[route]
postRouteAntennaNets = 0
route.vias.total = 555
drt-initial-drc-count = 63
via_per_inst = 4.24
diodes = 0
firstDrtPassIters = 2
routed_wl_um = 1520
routedWlPerCell_um = 11.6
drc_errors = 0

[floorplan]
ios = 16
core-area_um2 = 3420
die_w_um = 80
initCoreUtil = 0.166
chipArea_um2 = 6400
rows = 21
die_h_um = 80

[setup_path]
cp-startpoint = cnt[1]$_SDFFE_PN0N_
reg2reg_depth = 4
end_kind = primary output
regToRegSetupSlack_ns = 0.53
crit_required_ns = 1.60
start_kind = register
crit_type = reg2out
rr_endpoint = cnt[10]$_SDFFE_PN0N_
cp_max_fo = 4
r2r-start = cnt[8]$_SDFFE_PN0N_
worstPathArrival_ns = 1.37

[cts]
clock-sinks = 12
cts_buffers = 3
root_buffer = clkbuf_4
cts_max_path_buffers = 2
clock.latency.late_pin_ns = 0.27
tritoncts = yes
clkSlewWorstSetupHoldPaths_ns = 0.07
htreeDepth = 1

[global_routing]
grt_max_degree = 12
overflow = 0
antenna_found_initial = 0
grt_use_total = 0.0515
grt_pass1_vias = 566
grt_pass1_wl_um = 2700

[pwr]
total_power_mw = 0.440
p_leak_nw = 0.314
pwr_density_cell_nw_per_um2 = 508
peakVddDrop_mv = 0.262

[job]
maxCapViolCount = 0
warnings = 25
-- final cells by class --
class	instances	area, um2	area share
well taps	46	57.6	0.0664
inverters	1	3.75	0.00433
clock buffers	3	22.5	0.0260
flip-flops and latches	12	244	0.281
repair buffers	22	201	0.232
multi-input cells	47	338	0.390
-- per-stage QoR --
stage	setup slack, ns	util	hold WS [ns]
floorplan	0.592	-	0.443
global placement	0.103	0.239	0.478
detailed placement	0.0639	0.239	0.484
CTS	0.183	0.254	0.497
global route	0.121	0.254	0.524
finish	0.229	0.254	0.496
-- worst max-delay path, stage by stage (launching register included) --
cell and delay (ns):
dfxtp_2 0.35, ha_4 0.15, nand3_1 0.09, nor4_2 0.27, dlygate4sd2_1 0.23
-- cell usage in the layout (no fill, tap or decap), drive strengths merged --
cell type	synthesis	final
clkdlybuf4s50	0	14
dfxtp	12	12
buf	0	7
a21oi	6	6
nand2	5	5
nor2	5	5
o31ai	4	4
or4	4	4
xor2	3	3
clkbuf	1	3
nand4b	3	3
nand4	2	2
nand3	2	2
mux2i	2	2
o21ai	2	2
nor4	2	2
or3	2	2
inv	1	1
nor2b	1	1
xnor2	1	1
nand3b	1	1
nand2b	1	1
ha	1	1
dlygate4sd2	0	1
-- per-layer routing --
layer,part of all wire,up-vias,global-route usage
li1,-,279,-
met1,0.48,262,0.0685
met5,0,-,0
met3,0.10,0,0.0295
met2,0.42,14,0.0746
met4,0,0,0.00176
-- power by group --
group / total (mW) / switching [mW] / leakage [nW] / internal (mW)
Combinational: 0.0454 / 0.0192 / 0.202 / 0.0262
Sequential: 0.248 / 0.00388 / 0.0982 / 0.244
Clock: 0.147 / 0.0775 / 0.0138 / 0.0697
Total: 0.440 / 0.101 / 0.314 / 0.340
-- worst max-delay path by stage --
stage,to,cells after the start
CTS,tc,4
finish,tc,4
global route,tc,3
-- cells by family (layout without fill, tap and decap cells) --
kind of cell | after synthesis | after routing | share of synthesized area
compound gates | 12 | 12 | 0.124
simple gates | 28 | 28 | 0.320
flops | 12 | 12 | 0.424
mux | 2 | 2 | 0.0353
xor+xnor | 4 | 4 | 0.0618
fa+ha+maj | 1 | 1 | 0.0221
buf+inv | 2 | 26 | 0.0132
-- timing repair --
| item | in CTS | in global routing |
|---|---|---|
| buffers inserted | 1 | 0 |
| hold buffers | 0 | 0 |
| gates resized | 7 | 0 |
| setup endpoints to repair | 1 | 0 |
Power is estimated from default activity; no workload was simulated.
